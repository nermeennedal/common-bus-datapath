===== design/flow/design.v =====
module Clock_divider(clock_in,clock_out,reset,enable);
input clock_in,reset;  
input enable;
output reg clock_out;  
    reg [22:0] counter;  
    always @(posedge clock_in or posedge reset) begin
        if (reset) begin
            counter <= 0;          
            clock_out <= 0;        
        end 
		  else if(enable)begin
				counter <= 0;          
            clock_out <= 0;        
		  end
		  else begin
            if (counter == 4_999_999) begin
                counter <= 0;      
                clock_out <= ~clock_out;  
            end else begin
                counter <= counter + 23'b1;  
            end
        end
    end
endmodule

===== design/flow/run.sh =====
#!/bin/bash
# OpenROAD 26Q1-2900-gdf79404cd8, Yosys 0.63+post, stock flow scripts
make -C /OpenROAD-flow-scripts/flow DESIGN_CONFIG=/design/flow/config.mk WORK_HOME=/design/flow/orfs finish

===== design/flow/config.mk =====
export PLATFORM = sky130hd
export DESIGN_NAME = Clock_divider
export DESIGN_NICKNAME = Clock_divider
export VERILOG_FILES = /design/flow/design.v
export SDC_FILE = /design/flow/constraint.sdc
export NUM_CORES = 4
export LEC_CHECK = 1
export CORE_UTILIZATION = 30

===== design/flow/constraint.sdc =====
current_design Clock_divider

set clk_period 3.6
set clk_io_pct 0.2

create_clock -name clk0 -period $clk_period [get_ports {clock_in}]

set non_clock_inputs [all_inputs -no_clocks]
set_input_delay [expr $clk_period * $clk_io_pct] -clock clk0 $non_clock_inputs
set_output_delay [expr $clk_period * $clk_io_pct] -clock clk0 [all_outputs]

==> metrics.yaml <==
outcome: "completed"
cellPowerDensity_nw_per_um2: 352
antennaDiodeCount: 0
holdCritPathClass: "reg -> reg"
drc: 0
clk_root_buffer_cell: "clkbuf_8"
worstMarginPinSlew_ps: 494
grt_pass1_vias: 935
setup_viol_count_final: 0
switchingPower_uw: 98.9
grt_pass1_wl_mm: 4.18
ys_types: 26
avgRoutedWirePerCell_um: 12.5
arrival_ps: 2330
clkTransAtPathRegs_ps: 80
antenna_found_initial: 0
p_clk_share_pct: 37.6
critical-path-slowest-cell: "or4_1"
synthTopCellsByCount: "dfrtp_1, nor2_1, a21oi_1"
fp.dieH_um: 65.5
max_stage_delay_ps: 680
largest_area_cell: "dfrtp_1"
insertion_delay_ps: 260
power_uw: 475
synth.most_common_cell: "dfrtp_1"
ios: 4
avgSynthCellArea_um2: 9.46
fin_util_pct: 35.8
cts_max_level: 1
wl_mm: 2.25
cp_top_family: "simple AND/OR/NAND/NOR gates"
p_comb_share_pct: 4.4
topCellsByArea: "dfrtp_1, xor2_1, nor2_1, a21oi_1, nand4_1"
dp_hpwl_mm: 1.60
crit_top_cell: "or4_1"
first_iter_violations: 37
drive_gt1_share_pct: 6.82
pwr-share-seq_pct: 58.0
cp_data_required_time_ps: 3790
rsz0062_at_grt: "no"
gp_congestion: 0.809
warning_count: 25
synth_area_um2: 1210
yosys_warnings: 1
p_int_uw: 376
netlist_instances: 128
chipArea_um2: 4300
grtUsageTotal_pct: 12.8
cp.depth: 5
static-leakage-power_nw: 0.519
crit_type: "reg -> reg"
ys_seq_share_pct: 49.6
fmax_mhz: 467
synth_flop_count: 24
holdPathStages: 1
firstDrtPassIters: 4
maxSlewHeadroom_pct: 67.0
grt_max_degree: 25
cts_hold_buf: 0
drv_slew: 0
tns_ps: 0
crit_chain: "ha_1, inv_1, or4_1, or4_1, a21oi_1"
areaGrowthSynthToFinish_pct: 11.5
viasPerCell: 5.16
fp-row-count: 22
post_cts_resized: 0
via_count: 929
yosysChipArea_um2: 1210
fin_crit_ps: 2140
irDropWorstVdd_mv: 0.226
fin_worst_skew_ps: 1.35
switching_share_pct: 20.8
synth.top_cell.area_share_pct: 49.6
cap_viol_max_count: 0
ys.flop_type: "dfrtp_1"
cts_made_buffers: 3
cp_max_fo: 10
edf_count: 0
finalHoldViolCount: 0
port_buffers: 3
period_used_pct: 59.5
fp.dieW_um: 65.5
ant_nets: 0
clkSinkCount: 24
ys_cells: 128
critPathBufInv: 1
grt.overflow.total: 0
ff2ff_path_depth: 5
start_kind: "register"
cp-end-kind: "register"
fp.coreArea_um2: 3770
cts_tree: "built"
initCoreUtil_pct: 32.1
clock_path_buffers: 2
cts_setup_buffers: 0
ys_async_sr_fraction_pct: 100
-- per-stage QoR --
stage          std cells  setup slack (ps)  hold WS (ps)  area (µm²)
6_report             180              1460           515        1350
5_1_grt              180              1280           571        1350
4_1_cts              180              1460           518        1350
3_5_place_dp         176              1470           506        1290
3_3_place_gp         176              1530           490        1290
2_1_floorplan        128              1550           475        1210
-- cell type report --
class | count | area [µm²]
multi-input cells | 93 | 567
repair buffers | 5 | 45.0
flip-flops and latches | 24 | 601
well taps | 48 | 60.1
inverters | 6 | 22.5
fillers | 369 | 2420
clock buffers | 4 | 55.1
-- cell usage in the layout (no fill, tap or decap), drive strengths merged, types with 2 or more instances in the layout --
cell           instances
nor4                   2
nand3                  7
buf                    2
o31ai                  3
xnor2                  5
clkbuf                 4
nor2                  15
and2                   3
clkdlybuf4s50          3
dfrtp                 24
or3                    7
nand4                  8
o21ai                  7
inv                    6
and4                   2
xor2                   7
nor4b                  2
a21oi                 10
nand2                  6
or4                    5
-- flip-flops by register name (all words and copies together), names as in the netlist --
name,flops
clock_out,1
counter,23
-- layer usage --
| metal | part of all wire (%) | track usage [%] |
|---|---|---|
| met5 | 0 | 0 |
| met4 | 0.62 | 1.36 |
| met3 | 3.4 | 2.64 |
| met2 | 44 | 19.6 |
| met1 | 52 | 19.8 |
-- power by group through the flow --
stage	Sequential (mW)	Combinational (mW)	Clock, mW
after CTS	0.276	0.0214	0.187
after global routing	0.276	0.0241	0.198
final	0.276	0.0207	0.179
-- cells by family (layout without fill, tap and decap cells) --
| kind of cell | count (synthesis) | in the layout | synth area share, % |
|---|---|---|---|
| and+or+nand+nor | 59 | 59 | 27.6 |
| DFF | 24 | 24 | 49.6 |
| AOI/OAI and AO/OA | 21 | 21 | 9.50 |
| xor gates and xnor gates | 12 | 12 | 8.68 |
| buffers and inverters | 11 | 15 | 3.61 |
| adders and majority gates | 1 | 1 | 1.03 |
-- path summary, 6_finish.rpt --
path,from,endpoint,slack (ps)
worst max-delay path,counter[0],counter[22],1460
worst min-delay path,counter[0],counter[0],510
worst max register to register,counter[0],counter[22],1460
worst min register to register,counter[0],counter[0],510
max in group asynchronous,reset,counter[6],2570
min in group asynchronous,reset,counter[19],800
No activity file was given, so power comes from the tool's default toggle rates.
