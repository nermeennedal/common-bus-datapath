==> design.v <==
module Mux4_1 #(parameter size = 32) (IN0, IN1, IN2, IN3, S0, S1, OUT);
    input [size-1:0] IN0, IN1, IN2, IN3;
    output [size-1:0] OUT;  
    input S0, S1;
    wire [1:0] S;
    assign S = {S1, S0};
   assign OUT = (S == 2'b00) ? IN0 :
                 (S == 2'b01) ? IN1 :
                 (S == 2'b10) ? IN2 : IN3;
endmodule
==> run.sh <==
#!/bin/bash
# OpenROAD 26Q1-2900-gdf79404cd8, Yosys 0.63+post, stock flow scripts
make -C /OpenROAD-flow-scripts/flow DESIGN_CONFIG=/design/flow/config.mk WORK_HOME=/design/flow/orfs finish
==> config.mk <==
export PLATFORM = sky130hd
export DESIGN_NAME = Mux4_1
export DESIGN_NICKNAME = Mux4_1
export VERILOG_FILES = /design/flow/design.v
export SDC_FILE = /design/flow/constraint.sdc
export NUM_CORES = 4
export LEC_CHECK = 1
export CORE_AREA = 10 10 96 96
export DIE_AREA = 0 0 106 106
==> constraint.sdc <==
current_design Mux4_1

set clk_period 5.2
set clk_io_pct 0.2

create_clock -name clk0 -period $clk_period

set non_clock_inputs [all_inputs -no_clocks]
set_input_delay [expr $clk_period * $clk_io_pct] -clock clk0 $non_clock_inputs
set_output_delay [expr $clk_period * $clk_io_pct] -clock clk0 [all_outputs]
==> design notes <==
The commonest non-fill, non-tap cell in the layout is clkdlybuf4s50_1. According to the floorplan report, the die height is 106 um. The count of placed standard cells including taps was 295. Number of buffers inserted by port buffering: 162. For this run the detailed placement stage logged an HPWL of 6220 um.

With the number of clock buffers in the layout at 0, the final-report hold violation count is 0. The routed design has 6660 um of wire. Across the run, the number of max-cap violations was 0. The synthesized instance count is 39.

After clock tree synthesis, the flow added hold-fix buffers numbering 0. The routed design shows a via density per instance of 4.05. For the total routing resource utilization after global routing, the log shows 0.113. The core region is 0.00721 mm^2.

The final critical delay including setup and external delays came out at 3970 ps. The via count of the first global-routing pass is 1530, and the timing-limited maximum frequency is 252 MHz. In the log, the iteration count for the first detailed-route pass is 3. The run finished with clean final reports.

Per the final report, max-transition violations number 0. The part of the cycle the worst path needs is 0.764. After routing the design area is 0.00248 mm^2. Entering global routing, the biggest net connects 33 pins.

The number of vias in the routed layout was 1194. After synthesis the cells add up to 815 um^2. The overall overflow remaining after global route was 0; the antenna violation net count after detailed routing was 0. The final report lists a non-filler cell total of 295.

Summed over all cells, the static leakage comes to 0.856 nW. The global placer's final weighted congestion is 0.809. The first routing iteration left 17 violations.

Number of buffers inserted by post-CTS setup repair: 0. The total number of yosys warnings was 0. After floorplanning, the core was divided into 31 placement rows. The first global-routing pass estimated 9550 um of wire. Required arrival time at the worst endpoint: 4160 ps. In this run the worst setup path begins at S0. With the number of diodes at 0, the routed wirelength normalized by instance count is 22.6 um. In the layout the commonest cells are 161 x clkdlybuf4s50_1, 30 x mux4_2, 2 x mux4_1, 2 x buf_4, 1 x buf_2. Averaged over all synthesized cells, the footprint is 20.9 um^2. Initial standard-cell utilization of the core: 0.113.

The logs give 2930 ps for the arrival time reported for the critical path endpoint and 0.506 for the worst-case headroom to the max-slew limit. The sequential cell area fraction in the yosys report was 0; the number of design rule violations left after detail routing was 0. The run gives 0 um^2 as the area used by sequential logic in the layout. Setup repair after global routing left no endpoint under its margin.

The worst setup path is captured at a primary output. Per the power-grid run, VDD falls by no more than 0.0000466 V. Looking at the max-slew report, the worst-margin pin has a slew of 742 ps. With the fraction of final layout cells with drive strength greater than 1 at 0.168, the count of sequential standard cells is 0. For the top-level I/O count, the log shows 162. In this run the full chip footprint comes out at 0.0112 mm^2. The warning total across the stage logs works out to 32.

Traced cell by cell, the critical path runs through buf_2 > buf_4 > mux4_2 > clkdlybuf4s50_1. Yosys mapped the design onto 5 distinct sky130hd cell types. Per STA, the endpoint of the critical path is OUT[22].

The worst hold path belongs to the class in2out. The run gives 815 um^2 for the synthesis area per yosys. The setup path with the least slack is of type in2out.

The category of the worst setup path launch point is a primary input. Per the OpenROAD floorplan log, the width of the die is 106 um. Per the summary, power density relative to cell area is 82.8 mW/mm^2.

The report lists the number of cells resized after CTS as 0. The sum of negative setup slack is 0 ps. The area growth from synthesis to layout is 205%.

The yosys cell count is 39. The largest individual stage delay along the critical path comes from the cell buf_2. Setup violations remaining at the end of the flow were counted as 0. The delay of the slowest cell on the worst path works out to 570 ps. With the biggest fanout along the worst timing path at 23, the post-detailed-placement cell area is 0.00248 mm^2. Number of antenna violations at the first check in global routing: 1.
## metal layers
layer  track usage  up-vias  wire length (um)
met2         0.174      126              2860
met1         0.140      539              2690
li1              -      523                 -
met3        0.0685        4              1030
met4       0.00967        2                65
met5             0        -                13
## stage by stage
| step | power (mW) | worst slack (ps) | util | hold slack, ps |
|---|---|---|---|---|
| after floorplan | 0.0544 | 2400 | - | 2170 |
| after global placement | 0.208 | 1180 | 0.344 | 3210 |
| after detailed placement | 0.208 | 1190 | 0.344 | 3210 |
| after CTS | 0.209 | 1190 | 0.344 | 3210 |
| after global routing | 0.220 | 1060 | 0.344 | 3220 |
| final | 0.206 | 1230 | 0.344 | 3200 |
## cells in the mapped netlist (all sizes together)
cell,count,share of area
buf,7,0.11
mux4,32,0.89
## power by group
group | leakage, nW | internal (mW) | switching, mW
sequential | 0 | 0 | 0
combinational | 0.856 | 0.164 | 0.0417
clock | 0 | 0 | 0
total | 0.856 | 0.164 | 0.0417
## layout make-up
cell class	count	area, um^2
Fill cell	736	4730
Multi-Input combinational cell	32	728
Tap cell	99	124
Timing Repair Buffer	164	1630
## kinds of logic after synthesis
| family | after synthesis | share of synthesized area |
|---|---|---|
| muxes | 32 | 0.894 |
| buffers and inverters | 7 | 0.106 |
## critical path, delay by kind of cell
kind                   cells  cell delay, ps
buffers and inverters      3            1360
muxes                      1             520
## worst min-delay path by stage
stage | from | end | slack, ps | cells past startpoint
5_1_grt | IN0[11] | OUT[11] | 3220 | 3
4_1_cts | IN2[31] | OUT[31] | 3210 | 3
6_report | IN0[24] | OUT[24] | 3200 | 3
Power and IR drop assume default switching activity.
