==> design.v <==
module decoder_4_16(in,out);
	input [3:0] in;
	output reg [6:0] out;
	always @(*) begin
        case (in)
            4'b0000: out = 7'b0000001;  
            4'b0001: out = 7'b1001111;  
            4'b0010: out = 7'b0010010;  
            4'b0011: out = 7'b0000110;  
            4'b0100: out = 7'b1001100;  
            4'b0101: out = 7'b0100100;  
            4'b0110: out = 7'b0100000;  
            4'b0111: out = 7'b0001111;  
            4'b1000: out = 7'b0000000;  
            4'b1001: out = 7'b0000100;  
            4'b1010: out = 7'b0001000;  
            4'b1011: out = 7'b1100000;  
            4'b1100: out = 7'b0110001;  
            4'b1101: out = 7'b1000010;  
            4'b1110: out = 7'b0110000;  
            4'b1111: out = 7'b0111000;  
            default: out = 7'b1111111;  
        endcase
	end
endmodule
==> run.sh <==
#!/bin/bash
# OpenROAD 26Q1-2900-gdf79404cd8, Yosys 0.63+post, stock flow scripts
make -C /OpenROAD-flow-scripts/flow DESIGN_CONFIG=/design/flow/config.mk WORK_HOME=/design/flow/orfs finish
==> config.mk <==
export PLATFORM = sky130hd
export DESIGN_NAME = decoder_4_16
export DESIGN_NICKNAME = decoder_4_16
export VERILOG_FILES = /design/flow/design.v
export SDC_FILE = /design/flow/constraint.sdc
export NUM_CORES = 4
export LEC_CHECK = 1
export CORE_AREA = 10 10 70 70
export DIE_AREA = 0 0 80 80
==> constraint.sdc <==
current_design decoder_4_16

set clk_period 1.7
set clk_io_pct 0.2

create_clock -name clk0 -period $clk_period

set non_clock_inputs [all_inputs -no_clocks]
set_input_delay [expr $clk_period * $clk_io_pct] -clock clk0 $non_clock_inputs
set_output_delay [expr $clk_period * $clk_io_pct] -clock clk0 [all_outputs]
==> impl_metrics.ini <==
; implementation run metrics
[setup_path]
critPathKind = in2out
worst_ep_arrival_time_ns = 1.33
cp.required_ns = 1.36
worst_path_buffer_plus_inverter_count = 4
critical_path.startpoint_type = input port
critical-path-max-stage-delay_ns = 0.24
end_kind = primary output
critical_path.cell_chain = buf_6, buf_6, ha_2, buf_4, mux2i_1, a21oi_2, dlygate4sd2_1
cpMostUsedCell = sky130_fd_sc_hd__buf_6
crit_family = buffers and inverters
cp_max_fo = 5
critical_path.slowest_cell = sky130_fd_sc_hd__dlygate4sd2_1

[detailed_routing]
drt_wl_total_um = 782
detail_route.first_pass.iterations = 2
post-route-drc-count = 0
avgViaCountPerCell = 3.09
detailroute.via_count = 306
first_drt_iteration_drcs = 3
antenna_violating_nets_post_route = 0
routed_wire_length_per_instance_um = 7.90
antenna_cells_inserted = 0

[sta]
timing.final.crit_share = 0.982
finalSetupViolations = 0
timing.max_slew.rel_slack = 0.885
period_needed_ns = 1.67
worstMarginPinSlew_ns = 0.168
finalHoldViolations = 0
maxSlewViolCount = 0
fmax_ghz = 0.599
worst_hold_margin_ns = 1.14

[pwr]
power.ir.vdd_worst_uv = 29.4
pwr_density_cell_nw_per_um2 = 204
total_leakage_power_nw = 0.255

[synthesis]
ys_chip_area_um2 = 269
synthesis.area_per_instance_um2 = 8.15
netlist_top_cells_area = sky130_fd_sc_hd__ha_1 (33%), sky130_fd_sc_hd__mux2i_1 (22%), sky130_fd_sc_hd__mux4_2 (8.4%)
synth_stat.cells = 33
netlist.top_cell.by_instances = sky130_fd_sc_hd__ha_1
area_share_of_fa_ha_maj_cells_after_synthesis = 0.326
synth.comb.largest_family = adder cells
synth.lib_cells_used.distinct = 13
xor_xnor_area_frac = 0
synth-seq-area-share = 0
netlist.area_leader.share = 0.326
share_of_synthesized_cell_area_in_and_or_and_or_and_compound_cells = 0.140
synth_simple_gate_area_share = 0.130
synth.mux.area_fraction = 0.307
instance_tally_after_logic_synthesis = 33
top_cells_by_count = sky130_fd_sc_hd__ha_1 (7), sky130_fd_sc_hd__mux2i_1 (6), sky130_fd_sc_hd__nor2_1 (5), sky130_fd_sc_hd__inv_1 (3)
synthesis.yosys.warnings = 1
synth_area_leader_cell = sky130_fd_sc_hd__ha_1
synth.cell_area_um2 = 269

[min_path]
min-delay-path-class = in2out
hold_start = in[3]
worst_hold_path.endpoint = out[3]
min_delay_path_depth = 3

[flow_run]
stage_log_warnings = 38
max_cap_viol_count = 0

[floorplan]
die_width_um = 80
chip_area_um2 = 6400
io_pins = 11
floorplan.core_util = 0.0788
placeableCoreArea_um2 = 3420
rows = 21
fp.dieH_um = 80

[final_layout]
areaGrowthSynthToFinish_pct = 99.5
share_of_layout_cells_above_drive_strength_1 = 0.434
nFlopsAndLatches = 0
regArea_um2 = 0
clock_buffers = 0
final_core_util = 0.157
finalNonFillerCells = 99
finish.instance_area_um2 = 537

[global_routing]
grt_start_max_net_pins = 11
grt_use_total = 0.0222
gr-total-overflow = 0
number_of_global_route_vias_before_repair = 310
initial_antenna_violation_count = 0
wire_length_of_the_first_global_routing_pass_mm = 1.25

[run_status]
run_status = completed

[placement]
dp.final_hpwl_um = 604
total_cell_area_at_the_placement_stage_um2 = 482
port_buffers = 11
place.gp.congestion = 0.739
place.detailed.instances = 96
[where the power goes]
group	switching [mW]	internal [mW]	total, mW	leakage (nW)
registers	0	0	0	0
logic	0.0435	0.0663	0.110	0.255
clock network	0	0	0	0
[area by class of cell]
type,instances,area [um2]
tap,46,57.6
multi-input combinational,28,272
fill,382,2880
timing repair buffer,22,196
inverter,3,11.3
[per-layer routing]
metal | part of all wire | vias up | wire length [um] | GRT usage
li1 | - | 156 | - | -
met5 | 0 | - | 0 | 0
met1 | 0.42 | 142 | 332 | 0.0238
met2 | 0.49 | 8 | 382 | 0.0449
met4 | 0 | 0 | 0 | 0
met3 | 0.084 | 0 | 66 | 0.00455
[cells in the final DEF, fill, tap and decap left out, types with 2 or more instances in the layout]
cell type / count
sky130_fd_sc_hd__dlygate4sd2_1: 6
sky130_fd_sc_hd__buf_6: 7
sky130_fd_sc_hd__ha_2: 2
sky130_fd_sc_hd__o21ai_1: 2
sky130_fd_sc_hd__ha_1: 4
sky130_fd_sc_hd__inv_2: 2
sky130_fd_sc_hd__mux2i_1: 6
sky130_fd_sc_hd__buf_4: 6
sky130_fd_sc_hd__nor2_1: 5
[worst max path at each step]
| stage | end | startpoint | depth (start not counted) |
|---|---|---|---|
| after CTS | out[3] | in[0] | 6 |
| after global routing | out[3] | in[0] | 6 |
| final | out[1] | in[0] | 7 |
[metrics by stage]
stage	setup slack [ns]	power, mW	setup TNS, ns
floorplan	0.250	0.0422	0
global placement	-0.741	0.104	-4.18
detailed placement	-0.745	0.105	-4.19
CTS	0.0190	0.105	0
global route	-0.00605	0.123	-0.00605
finish	0.0299	0.110	0
[what timing repair did]
item	in CTS	in global routing
gates cloned	0	0
setup endpoints to repair	7	7
gates resized	31	5
setup buffers	3	0
hold buffers	0	0
pin swaps	2	2
endpoints found under the hold margin	0	0
[worst min-delay path: stages]
cell and delay, ns:
sky130_fd_sc_hd__clkbuf_2 0.14, sky130_fd_sc_hd__mux4_2 0.22, sky130_fd_sc_hd__buf_2 0.09
[logic make-up (layout without fill, tap and decap cells)]
logic type      after synthesis  count (layout)
simple gates                  8               8
fa+ha+maj                     7               7
mux                           7               7
compound gates                6               6
buf+inv                       5              25
Power figures rest on the tool's default switching activity, not on a simulated workload.
